==> flow/design.v <==
typedef enum logic [6:0] {
LB,
LH,
LW,
LBU,
LHU,
FLW,
FLD,
FENCE,
FENCEI,
ADDI,
SLLI,
SLTI,
SLTIU,
XORI,
SRLI,
SRAI,
ORI,
ANDI,
AUIPC,
SB,
SH,
SW,
FSW,
FSD,
ADD,
SUB,
MUL,
SLL,
MULH,
SLT,
MULHSU,
SLTU,
MULHU,
XOR,
DIV,
SRL,
DIVU,
SRA,
OR,
REM,
REMU,
AND,
LUI,
FMADDS,
FMSUBS,
FNMSUBS,
FNMADDS,
FADDS,
FSUBS,
FMULS,
FDIVS,
FSQRTS,
FSGNJS,
FSGNJNS,
FSGNJXS,
FMINS,
FMAXS,
FCVTWS,
FCVTWUS,
FCLASS,
FMVXS,
FLES,
FLTS,
FEQS,
FCVTSW,
FCVTSWU,
FMVSX,
BEQ,
BNE,
BLT,
BGE,
BLTU,
BGEU,
JALR,
JAL,
ECALL,
EBREAK,
CSRRW,
CSRRS,
CSRRC,
CSRRWI,
CSRRSI,
CSRRCI,
IDLE
} detected_instr;
typedef enum logic [4:0] {
CADDI4SPN,
CLW,
CFLW,
CSW,
CFSW,
CADDI,
CJAL,
CLI,
CADDI16SP,
CLUI,
CSRLI,
CSRAI,
CANDI,
CSUB,
CXOR,
COR,
CAND,
CJ,
CBEQZ,
CBNEZ,
CSLLI,
CLWSP,
CFLWSP,
CJR,
CMV,
CEBREAK,
CJALR,
CADD,
CSWSP,
CFSWSP,
CIDLE
} detected_instr_c;
typedef enum logic [1:0] {FIXED, INCR, WRAP, NOOP} burst_type;
module and_or_mux
#(
    parameter int INPUTS    = 4,
    parameter int DW        = 16
)
(
    input  logic[INPUTS-1:0][DW-1:0]    data_in,
    input  logic[INPUTS-1:0]            sel,
    output logic[DW-1:0]                data_out
);
logic tmp;
always_comb begin: mux
    for(int w=0; w < DW; w=w+1) begin
        tmp = 0;
        for(int i=0; i < INPUTS; i=i+1) begin
            tmp = tmp | ( sel[i] & data_in[i][w] );
        end
        data_out[w] = tmp;
    end
end
endmodule
module free_list
  #(parameter int DATA_WIDTH    = 7,
    parameter int RAM_DEPTH	    = 128,
    parameter int L_REGISTERS   = 32)
   (input  logic clk,
    input  logic rst,
    input  logic[DATA_WIDTH-1:0]    push_data,
    input  logic                    push,
    output logic                    ready,
    output logic[DATA_WIDTH-1:0]    pop_data_1,
    output logic                    valid_1,
    input  logic                    pop_1,
    output logic[DATA_WIDTH-1:0]    pop_data_2,
    output logic                    valid_2,
    input  logic                    pop_2
    );
    logic[RAM_DEPTH-1:0][DATA_WIDTH-1:0] mem;
    logic[RAM_DEPTH-1:0] pop_pnt, pop_pnt_2, push_pnt;
    logic[RAM_DEPTH  :0] status_cnt;
    logic[3          :0] shift_vector;
    logic single_push, single_pop, double_pop, shift_left_single, shift_right_double, shift_right_single;
    assign valid_1 = ~status_cnt[0];
    assign valid_2 = ~status_cnt[0] & ~status_cnt[1];
    assign ready   = ~status_cnt[RAM_DEPTH];
    assign single_pop  = pop_1 | pop_2;
    assign double_pop  = pop_1 & pop_2;
    assign single_push = push;
    always_ff @(posedge clk or posedge rst) begin : PushPnt
        if(rst) begin
            push_pnt <= 1<<8;
        end else begin
            if (push) push_pnt <= {push_pnt[RAM_DEPTH-2:0], push_pnt[RAM_DEPTH-1]};
        end
    end
    always_ff @(posedge clk or posedge rst) begin : PopPnt
        if(rst) begin
            pop_pnt  <= 1;
        end else begin
            if (double_pop) begin
                pop_pnt <= {pop_pnt[RAM_DEPTH-3:0], pop_pnt[RAM_DEPTH-1:RAM_DEPTH-2]};
            end else if(single_pop) begin
                pop_pnt <= {pop_pnt[RAM_DEPTH-2:0], pop_pnt[RAM_DEPTH-1]};
            end
        end
    end
    always_ff @ (posedge clk, posedge rst) begin: ff_status_cnt
        if (rst) begin
            status_cnt <= 1 << 8;
        end else begin
            if(push) begin
                if(double_pop) begin
                    status_cnt <= status_cnt >> 1;
                end else if(!single_pop) begin
                    status_cnt <= status_cnt << 1;
                end
            end else begin
                if(double_pop) begin
                    status_cnt <= status_cnt >> 2;
                end else if(single_pop) begin
                    status_cnt <= status_cnt >> 1;
                end
            end
        end
    end
    always_ff @(posedge clk) begin
        if(rst) begin
            for (int i = 0; i < 8; i++) begin
                mem[i] <= 32+i;
            end
        end else begin
            for (int i = 0; i < RAM_DEPTH; i++) begin
                if( push & push_pnt[i] ) begin
                    mem[i] <= push_data;
                end
            end
        end
    end
    assign pop_pnt_2 = {pop_pnt[RAM_DEPTH-2:0], pop_pnt[RAM_DEPTH-1]};
    and_or_mux #(
        .INPUTS    (RAM_DEPTH ),
        .DW(DATA_WIDTH)
    ) mux_out (
        .data_in (mem       ),
        .sel     (pop_pnt   ),
        .data_out(pop_data_1)
    );
    and_or_mux #(
        .INPUTS(RAM_DEPTH ),
        .DW    (DATA_WIDTH)
    ) mux_out_2 (
        .data_in (mem       ),
        .sel     (pop_pnt_2 ),
        .data_out(pop_data_2)
    );
endmodule
==> flow/run.sh <==
#!/bin/bash
# OpenROAD 26Q1-2900-gdf79404cd8, Yosys 0.63+post, stock flow scripts
make -C /OpenROAD-flow-scripts/flow DESIGN_CONFIG=/design/flow/config.mk WORK_HOME=/design/flow/orfs finish
==> flow/config.mk <==
export PLATFORM = sky130hd
export DESIGN_NAME = free_list
export DESIGN_NICKNAME = free_list
export VERILOG_FILES = /design/flow/design.v
export SDC_FILE = /design/flow/constraint.sdc
export NUM_CORES = 4
export LEC_CHECK = 1
export CORE_UTILIZATION = 40
==> flow/constraint.sdc <==
current_design free_list

set clk_period 4.5
set clk_io_pct 0.2

create_clock -name clk0 -period $clk_period [get_ports {clk}]

set non_clock_inputs [all_inputs -no_clocks]
set_input_delay [expr $clk_period * $clk_io_pct] -clock clk0 $non_clock_inputs
set_output_delay [expr $clk_period * $clk_io_pct] -clock clk0 [all_outputs]
==> flow_metrics.env <==
# implementation run metrics
export IMPL_grt_max_degree=157
export IMPL_endpoint_kind="output pin"
export IMPL_die_height_microns=374
export IMPL_drv_slew=0
export IMPL_hold_buffers=0
export IMPL_worstPathMaxFanout=12
export IMPL_yosys_cells=4560
export IMPL_logic_family="AND-OR/OR-AND gates"
export IMPL_drive_gt1_share_pct=14.9
export IMPL_io_buffers=28
export IMPL_tightest_slew_ps=971
export IMPL_yosysUniqueCellTypes=35
export IMPL_drtIter0Drc=3350
export IMPL_cts_buffer_depth=3
export IMPL_path_clk_slew_ps=60
export IMPL_grt_pass1_wl_mm=276
export IMPL_finalSetupViolCount=0
export IMPL_dp_cells=6064
export IMPL_wl_mm=191
export IMPL_synthCells=4560
export IMPL_track_usage_pct=29.1
export IMPL_maxCapViolCount=0
export IMPL_drc=0
export IMPL_maxSlewHeadroom_pct=35.3
export IMPL_grt_pass1_vias=40058
export IMPL_warnings=29
export IMPL_synth_cell_area_sq_um=55200
export IMPL_max_freq_ghz=0.223
export IMPL_grt_overflow_total=0
export IMPL_worst_path_max_delay_cell="dfrtp_4"
export IMPL_path_class="reg2out"
export IMPL_cts_root_buf="clkbuf_16"
export IMPL_ir_drop_mv=0.302
export IMPL_htreeDepth=4
export IMPL_ioPinCount=29
export IMPL_dr_pass1_iters=7
export IMPL_path_common_cell="buf_4"
export IMPL_fa_ha_area_share_pct=0
export IMPL_antenna_left=0
export IMPL_area_growth_pct=14.0
export IMPL_finalNonFillerCells=6351
export IMPL_finalSetupTns_ps=0
export IMPL_dp_hpwl_mm=129
export IMPL_finalClockPeriodUsage_pct=99.9
export IMPL_vias_per_cell=6.34
export IMPL_flop_cell="edfxtp_1"
export IMPL_fp_utilization_pct=40.5
export IMPL_stdcell_area_sq_um=63000
export IMPL_ys_async_sr_fraction_pct=30.1
export IMPL_fin_crit_ps=4490
export IMPL_hold_viol_final=0
export IMPL_antenna_found_initial=6
export IMPL_cp_arrival_ps=3590
export IMPL_status="completed"
export IMPL_fin_worst_skew_ps=31.5
export IMPL_muxShareOfSynthArea_pct=2.51
export IMPL_synth_top_cell_area_share_pct=45.7
export IMPL_aoi_share_pct=17.8
export IMPL_cts_num_sinks=1281
export IMPL_ys_sh_xor_pct=0.0294
export IMPL_cp_required_ps=3600
export IMPL_yosys_warnings=2
export IMPL_cts_buffers=141
export IMPL_syn_area_per_cell_sq_um=12.1
export IMPL_detail_route_wl_per_cell_microns=30.1
export IMPL_synth_cellmix_simpleShare_pct=11.1
export IMPL_core_sq_um=136000
export IMPL_yosys_area_sq_um=55200
export IMPL_common_cells="edfxtp_1, nor2_1, dfrtp_1"
export IMPL_ys_ff=1281
export IMPL_min_delay_path_class="in2async"
export IMPL_row_count=135
export IMPL_vias=40236
export IMPL_topCellsByArea="edfxtp_1, dfrtp_1, a221oi_1"
export IMPL_worstPathCellList="buf_4, a22o_1, a221oi_2, nand4_1, nor4_4, buf_4, nand3_2, clkdlybuf4s50_1"
export IMPL_startpoint_type="register"
export IMPL_edf_count=840
export IMPL_yosys_stat_seqShare_pct=65.1
export IMPL_insertion_delay_ps=780
export IMPL_powerDensity_nw_per_um2=502
export IMPL_yosysTopAreaCell="edfxtp_1"
export IMPL_slowest_delay_ps=550
export IMPL_die_w_microns=374
export IMPL_leakage_nw=22.5
export IMPL_dpl_instance_area_sq_um=57200
export IMPL_gp_congestion=1.01
export IMPL_cts_tree="yes"
export IMPL_yosysMostFrequentCell="edfxtp_1"
export IMPL_die_area_sq_um=140000
worst max-delay path, delay by kind of cell, from the launching register on:
kind	cells	cell delay, ps
AND-OR/OR-AND	2	600
buffers and inverters	3	840
flip-flops	1	550
AND/OR/NAND/NOR	3	850
registers in the layout, summed over array words and instances (netlist names):
register    cells
status_cnt    129
mem           896
pop_pnt       128
push_pnt      128
power breakdown:
group	total [W]	switching [W]	internal, W
Clock	0.0115	0.00487	0.00667
Sequential	0.0155	0.00219	0.0133
Combinational	0.00454	0.00275	0.00179
Total	0.0316	0.00981	0.0218
cells in the final DEF (no fill, tap or decap), types with 3 or more instances in the layout:
| master | count |
|---|---|
| dfrtp_4 | 9 |
| a22oi_1 | 281 |
| clkbuf_1 | 30 |
| and3_1 | 119 |
| nand3_2 | 5 |
| nor3_1 | 138 |
| dfrtp_2 | 53 |
| o22ai_1 | 130 |
| clkinv_2 | 28 |
| nor4_4 | 12 |
| clkinv_1 | 18 |
| buf_4 | 151 |
| a22o_1 | 308 |
| o21ai_1 | 73 |
| clkinvlp_4 | 7 |
| buf_12 | 23 |
| dfrtp_1 | 320 |
| dfxtp_1 | 56 |
| o21ai_0 | 60 |
| clkdlybuf4s50_1 | 14 |
| nor4_2 | 7 |
| a21oi_1 | 165 |
| a221oi_1 | 239 |
| dfstp_2 | 3 |
| edfxtp_1 | 840 |
| dlygate4sd2_1 | 4 |
| inv_1 | 8 |
| nand3_1 | 93 |
| nand4_1 | 126 |
| a221oi_2 | 63 |
| nor2_1 | 638 |
| a221oi_4 | 7 |
| clkbuf_16 | 145 |
| bufinv_16 | 9 |
| nor4_1 | 9 |
| nand2_1 | 215 |
| clkinv_8 | 7 |
| clkbuf_8 | 12 |
| mux2_2 | 120 |
final timing paths:
kind,startpoint,endpoint,slack (ps),cells after the start
setup / recovery,pop_pnt[97]$_DFFE_PP0P_,pop_data_2[3],6,8
hold / removal,rst,push_pnt[49]$_DFFE_PP0P_,270,2
setup reg to reg,push_pnt[28]$_DFFE_PP0P_,mem[201]$_DFFE_PP_,2730,1
hold reg to reg,status_cnt[8]$_DFFE_PP1P_,status_cnt[8]$_DFFE_PP1P_,470,2
max in group asynchronous,rst,status_cnt[10]$_DFFE_PP0P_,2680,4
min in group clk0,status_cnt[8]$_DFFE_PP1P_,status_cnt[8]$_DFFE_PP1P_,470,2
timing repair:
action / 4_1_cts / 5_1_grt
endpoints found under the setup margin: 14 / 11
pin swaps: 31 / 18
gates resized: 163 / 30
hold endpoints to repair: 0 / 0
setup buffers: 25 / 0
cloned: 0 / 0
metal layers:
layer	track usage (%)	vias to the layer above	wire [microns]
li1	-	17649	-
met1	38.7	20021	70800
met2	40.5	2169	83900
met3	16.9	387	26900
met4	11.3	10	9340
met5	0.755	-	172
cells by family (layout without fill, tap and decap cells):
| group | Yosys count | in the layout |
|---|---|---|
| AOI/OAI and AO/OA | 1330 | 1330 |
| xor gates and xnor gates | 1 | 1 |
| muxes | 122 | 122 |
| buffers and inverters | 459 | 468 |
| other | 0 | 1 |
| DFF | 1281 | 1281 |
| and+or+nand+nor | 1367 | 1367 |
through the flow:
step	setup slack [ps]	util (%)	hold slack, ps	power [W]
after detailed placement	-313	42.0	466	0.0198
after CTS	0.147	46.1	247	0.0316
after floorplan	1020	-	449	0.0176
after global placement	-416	42.0	457	0.0198
final	6.41	46.2	265	0.0316
after global routing	-23.1	46.2	287	0.0327
layout make-up:
cell class | count | area [sq um]
timing repair buffer | 197 | 1820
fill | 11726 | 73300
sequential | 1281 | 36100
clock inverter | 74 | 726
clock buffer | 187 | 3910
multi-input combinational | 2820 | 18200
antenna | 1 | 2.50
inverter | 10 | 45.0
tap | 1781 | 2230
Power and IR drop assume default switching activity.
