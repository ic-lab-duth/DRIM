==> /design/flow/run.sh <==
#!/bin/bash
# OpenROAD 26Q1-2900-gdf79404cd8, Yosys 0.63+post, stock flow scripts
make -C /OpenROAD-flow-scripts/flow DESIGN_CONFIG=/design/flow/config.mk WORK_HOME=/design/flow/orfs finish
==> /design/flow/config.mk <==
export PLATFORM = sky130hd
export DESIGN_NAME = lrumore
export DESIGN_NICKNAME = lrumore
export VERILOG_FILES = /design/flow/design.v
export SDC_FILE = /design/flow/constraint.sdc
export NUM_CORES = 4
export LEC_CHECK = 1
export CORE_UTILIZATION = 40
==> /design/flow/constraint.sdc <==
current_design lrumore

set clk_period 21.3
set clk_io_pct 0.2

create_clock -name clk0 -period $clk_period [get_ports {clk}]

set non_clock_inputs [all_inputs -no_clocks]
set_input_delay [expr $clk_period * $clk_io_pct] -clock clk0 $non_clock_inputs
set_output_delay [expr $clk_period * $clk_io_pct] -clock clk0 [all_outputs]
==> /design/flow/design.v <==
typedef enum logic [6:0] {
LB,
LH,
LW,
LBU,
LHU,
FLW,
FLD,
FENCE,
FENCEI,
ADDI,
SLLI,
SLTI,
SLTIU,
XORI,
SRLI,
SRAI,
ORI,
ANDI,
AUIPC,
SB,
SH,
SW,
FSW,
FSD,
ADD,
SUB,
MUL,
SLL,
MULH,
SLT,
MULHSU,
SLTU,
MULHU,
XOR,
DIV,
SRL,
DIVU,
SRA,
OR,
REM,
REMU,
AND,
LUI,
FMADDS,
FMSUBS,
FNMSUBS,
FNMADDS,
FADDS,
FSUBS,
FMULS,
FDIVS,
FSQRTS,
FSGNJS,
FSGNJNS,
FSGNJXS,
FMINS,
FMAXS,
FCVTWS,
FCVTWUS,
FCLASS,
FMVXS,
FLES,
FLTS,
FEQS,
FCVTSW,
FCVTSWU,
FMVSX,
BEQ,
BNE,
BLT,
BGE,
BLTU,
BGEU,
JALR,
JAL,
ECALL,
EBREAK,
CSRRW,
CSRRS,
CSRRC,
CSRRWI,
CSRRSI,
CSRRCI,
IDLE
} detected_instr;
typedef enum logic [4:0] {
CADDI4SPN,
CLW,
CFLW,
CSW,
CFSW,
CADDI,
CJAL,
CLI,
CADDI16SP,
CLUI,
CSRLI,
CSRAI,
CANDI,
CSUB,
CXOR,
COR,
CAND,
CJ,
CBEQZ,
CBNEZ,
CSLLI,
CLWSP,
CFLWSP,
CJR,
CMV,
CEBREAK,
CJALR,
CADD,
CSWSP,
CFSWSP,
CIDLE
} detected_instr_c;
typedef enum logic [1:0] {FIXED, INCR, WRAP, NOOP} burst_type;
module lru2 #(ENTRIES=256,INDEX_BITS=8) (
	input  logic                  clk           ,
	input  logic                  rst_n         ,
	input  logic [INDEX_BITS-1:0] line_selector ,
	output logic                  lru_way       ,
	input  logic                  lru_update    ,
	input  logic                  referenced_set
);
 	logic [ENTRIES-1 : 0] stored_stats;
	assign lru_way = stored_stats[line_selector];
	always_ff @(posedge clk or negedge rst_n) begin : Update
		if(!rst_n) begin
			stored_stats <= 'b0;
		end else begin
			if(lru_update) begin
				stored_stats[line_selector] <= ~referenced_set;
			end
		end
	end
endmodule
module lrumore #(ASSOCIATIVITY=4,ENTRIES=256,INDEX_BITS=8,OUTPUT_BITS=2) (
	input  logic                   clk           ,
	input  logic                   rst_n         ,
	input  logic [ INDEX_BITS-1:0] line_selector ,
	output logic [OUTPUT_BITS-1:0] lru_way       ,
	input  logic                   lru_update    ,
	input  logic [OUTPUT_BITS-1:0] referenced_set
);
 	logic [ENTRIES-1 : 0] stored_stats;
 	logic 				  lru_update1,lru_update2,selected_bank,lru_way1,lru_way2;
	generate
		if(ASSOCIATIVITY==4) begin
			assign lru_update1 = ~referenced_set[1] & lru_update;
			assign lru_update2 = referenced_set[1] & lru_update;
			lru2 #(ENTRIES,INDEX_BITS)
			LRU1(.clk            (clk),
				 .rst_n          (rst_n),
				 .line_selector  (line_selector),
				 .referenced_set (referenced_set[0]),
				 .lru_update     (lru_update1),
				 .lru_way        (lru_way1));
			lru2 #(ENTRIES,INDEX_BITS)
			LRU2(.clk            (clk),
				 .rst_n          (rst_n),
				 .line_selector  (line_selector),
				 .referenced_set (referenced_set[0]),
				 .lru_update     (lru_update2),
				 .lru_way        (lru_way2));
			assign selected_bank = stored_stats[line_selector];
			assign lru_way       = selected_bank ? {1'b1,lru_way2} : {1'b0,lru_way1};
			always_ff @(posedge clk or negedge rst_n) begin : Update
				if(!rst_n) begin
					stored_stats <= 'b0;
				end else begin
					if(lru_update) begin
						stored_stats[line_selector] <= ~referenced_set[1];
					end
				end
			end
		end else if(ASSOCIATIVITY>4) begin
			assign lru_update1 = ~referenced_set[ASSOCIATIVITY -2] & lru_update;
			assign lru_update2 = referenced_set[ASSOCIATIVITY -2] & lru_update;
			lrumore #(ASSOCIATIVITY/2,ENTRIES,INDEX_BITS,OUTPUT_BITS-1)
			LRUMORE1(.clk            (clk),
				 	 .rst_n          (rst_n),
				 	 .line_selector  (line_selector),
				 	 .referenced_set (referenced_set[OUTPUT_BITS-2 : 0]),
				 	 .lru_update     (lru_update1),
				 	 .lru_way        (lru_way1));
			lrumore #(ASSOCIATIVITY/2,ENTRIES,INDEX_BITS,OUTPUT_BITS-1)
			LRUMORE2(.clk            (clk),
				 	 .rst_n          (rst_n),
				 	 .line_selector  (line_selector),
				 	 .referenced_set (referenced_set[OUTPUT_BITS-2 : 0]),
				 	 .lru_update     (lru_update2),
				 	 .lru_way        (lru_way2));
			assign selected_bank = stored_stats[line_selector];
			assign lru_way       = selected_bank ? {0,lru_way1} : {1,lru_way2};
			always_ff @(posedge clk or negedge rst_n) begin : Update
				if(!rst_n) begin
					stored_stats <= 'b0;
				end else begin
					if(lru_update) begin
						stored_stats[line_selector] <= ~referenced_set[ASSOCIATIVITY -2];
					end
				end
			end
		end
	endgenerate
endmodule
==> deck_impl_summary.md <==
Synthesis and Place & Route Summary

Yosys
  • Synth Instances: about 3500
  • Ys Warns: 2
  • Adder Share, Synth: less than 1%
  • Synth mux share: between 10% and 20%
  • Distinct lib cells: about 83
  • Simple Share, Synth: 6.618%
  • Main logic family: AND-OR/OR-AND gates
  • Synth Seq Share: a little over half
  • Dominant Register Cell: dfrtp_1
  • Fraction of registers with async set/reset: 100.0%
  • Ys cells: between 3000 and 4000
  • Ao+oa area frac: about a quarter
  • Yosys stat area: between 30000 and 40000 sq um
  • Mapped Area: ~37000 sq um
  • Synth Area per Inst: between 10 and 15 sq um
  • Synth flops: between 700 and 800
  • Yosys xor share: less than 1%
  • Post-synth tally of flip-flops with integrated enable: 0

Floorplan
  • Floorplan core density: between 40% and 50%
  • Number of I/O pins: 15
  • Row count: roughly 110
  • Die width: 304.4 um
  • Die Y: approximately 300 um
  • Die area: between 90000 and 100000 sq um
  • Core Region: about 90000 sq um

Cells and area
  • Final Util: approximately 45%
  • Fillcell total: 8322
  • Commonest Layout Cell: o21ai_0
  • Cell area after layout: about 41000 sq um
  • Fraction of layout cells with a size suffix above 1: 12.92%
  • Top Layout Cells: 1188 x o21ai_0, 768 x dfrtp_1, 211 x nand2_1, 201 x a21oi_1, 142 x buf_4
  • Area delta synth->final: 10.74%
  • MI comb area: ~16000 sq um
  • Flop area: ~19000 sq um

CTS
  • Cts hold-fix bufs: 0
  • CTS clock-pin slew for the worst setup and hold paths: ~0.060 ns
  • Clock Latency Late Sink: 0.64 ns
  • Cts bufs inserted: roughly 86
  • H-tree depth: 3
  • Root Buffer Master: clkbuf_16
  • # Post-CTS Setup Buffers: 0
  • TritonCTS clock tree: built
  • Cts repair resizes: 0
  • Maximum clock path buffer count: 3
  • Sink Count: approximately 770

STA
  • Max-slew violation count: 0
  • FMAX: 0.06261 GHz
  • Fin. Hold Viols: 0
  • Worst Max-Slew Pin Slew: approximately 1.4 ns
  • Final tally of setup violations: 0
  • Max Clock Skew: 0 ns
  • Fin crit share: between 70% and 80%
  • Setup TNS: 0 ns
  • RSZ-0062 raised after global routing: false
  • Headroom to the max-slew limit: around 5.9%
  • Min Tclk post-route: around 16 ns

Global route
  • Initial antenna violation count: 9
  • Met2 usage in global routing: a little over two fifths
  • Largest net degree at the start of global routing: 88
  • Overflow left after global routing: 0
  • Met1 Use GR: 44.30%
  • M3 GR Usage: approximately 16%
  • First-pass GRT wire length: slightly above 200000 um
  • Layer with the highest usage: met1
  • Vias in the first global route: 29900
  • Overall global routing resource usage: roughly a third

Placement
  • HPWL Detailed: between 90000 and 100000 um
  • Gpl congestion: 1.042
  • Count of input and output buffers: 14
  • Placed Area: 37660 sq um

Detailed routing
  • Routed length per instance: around 30 um
  • Drt first pass iters: 8
  • Vias per cell: around 6.4
  • DR iter-0 viols: roughly 3500
  • Via count: between 30000 and 40000
  • WL final: roughly 140000 um
  • # DRC: 0
  • Final ANT Viol Nets: 0

Worst setup path
  • Crit path capture type: output port
  • Worst Setup Start Kind: primary input
  • WP data required: 17.04 ns
  • R2R Setup Slk: 20.43 ns
  • Critical path type: primary input to output port
  • Max FO, Critical Path: roughly 45
  • Arrival time worst endpoint: about 12 ns

Flow run
  • Max-Cap Viols: 0
  • Tool warnings: 28

Power and ir drop
  • VDD IR max: approximately 63 uV
  • Leakage Power: about 17 nW
  • Pwr dens: 84.52 nW/um^2

Outcome
  • Outcome: completed

Hold path
  • Worst min-delay path class: flip-flop to flip-flop
-- state kept, by name (all words and copies together) (netlist names) --
name,cells
stored_stats,256
genblk1.LRU1.stored_stats,256
genblk1.LRU2.stored_stats,256
-- power breakdown --
part	internal, mW	leakage [nW]	switching [mW]
clock network	0.898	1.41	0.609
logic	0.106	4.94	0.235
registers	1.53	10.6	0.0467
-- stage by stage --
stage / worst slack, ns / power (mW) / hold slack, ns / std cells
finish: 5.328 / 3.424 / 0.4889 / 4710
global route: 4.896 / 3.529 / 0.5227 / 4708
floorplan: 9.360 / 1.785 / 0.4333 / 3548
detailed placement: 5.365 / 1.932 / 0.4705 / 4553
global placement: 5.477 / 1.929 / 0.4587 / 4553
CTS: 5.350 / 3.431 / 0.4878 / 4705
-- cells in the mapped netlist, drive strengths merged, types with 8 or more instances --
cell type  count  area [sq um]
a22oi         23         172.7
nor2b          8         50.05
mux4         139          3203
o22ai         18         112.6
o31ai         20         150.1
nand3         66         330.3
and3          20         125.1
nand2b        11         68.82
buf           62         605.6
clkbuf       260          1020
nor3          36         191.4
o21ai       1189          5951
inv           11         43.79
dfrtp        768         19220
mux2i         62         620.6
a31oi        131         825.8
a21oi        201          1006
nor2         119         446.7
and2          16         101.4
nand4         10         62.56
mux2          25         281.5
a211oi        12         90.09
nand2        215         807.0
-- cell type report --
type / count / share of cell area, %
timing repair buffer: 154 / 2.916
antenna: 5 / 0.03089
clock buffer: 133 / 6.443
multi-input combinational: 2443 / 38.84
sequential: 768 / 47.44
tap: 1176 / 3.632
inverter: 12 / 0.1297
clock inverter: 19 / 0.5683
-- critical path, cell delays in order --
cell	delay [ns]
buf_8	0.32
buf_4	0.62
buf_4	0.66
mux4_2	0.35
a22oi_1	0.07
a21oi_1	0.28
nor3_1	0.12
nor4_2	0.73
nor3_4	0.16
inv_8	0.32
buf_4	0.60
buf_4	0.65
mux4_2	0.61
o22ai_1	0.17
nor3_1	0.08
o31ai_1	0.38
or4_1	0.19
nand4_1	0.34
clkdlybuf4s50_1	0.53
-- final timing paths --
kind	startpoint	endpoint	depth (start not counted)
worst min register to register	genblk1.LRU1.stored_stats[112]$_DFFE_PN0P_	genblk1.LRU1.stored_stats[112]$_DFFE_PN0P_	2
worst max-delay path	line_selector[0]	lru_way[0]	19
worst max register to register	genblk1.LRU2.stored_stats[162]$_DFFE_PN0P_	genblk1.LRU2.stored_stats[162]$_DFFE_PN0P_	2
worst min-delay path	genblk1.LRU1.stored_stats[112]$_DFFE_PN0P_	genblk1.LRU1.stored_stats[112]$_DFFE_PN0P_	2
max in group asynchronous	rst_n	genblk1.LRU2.stored_stats[191]$_DFFE_PN0P_	5
min in group asynchronous	rst_n	stored_stats[183]$_DFFE_PN0P_	1
-- layer usage --
metal	vias to the layer above	routed length (um)
li1	13080	-
met1	15110	53140
met2	1768	59300
met3	387	19350
met4	10	7661
met5	-	115
-- logic make-up (layout without fill, tap and decap cells) --
kind of cell               after synthesis  after routing
and+or+nand+nor                        532            532
AOI/OAI and AO/OA                     1674           1674
DFF                                    768            768
other                                    0              5
xor gates and xnor gates                 7              7
buffers and inverters                  337            318
muxes                                  226            226
adders and majority gates                4              4
Power is estimated from default activity; no workload was simulated.
