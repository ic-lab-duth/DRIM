## /design/flow/run.sh

```bash
#!/bin/bash
# OpenROAD 26Q1-2900-gdf79404cd8, Yosys 0.63+post, stock flow scripts
make -C /OpenROAD-flow-scripts/flow DESIGN_CONFIG=/design/flow/config.mk WORK_HOME=/design/flow/orfs finish
```

## /design/flow/config.mk

```make
export PLATFORM = sky130hd
export DESIGN_NAME = ld_st_buffer
export DESIGN_NICKNAME = ld_st_buffer
export VERILOG_FILES = /design/flow/design.v
export SDC_FILE = /design/flow/constraint.sdc
export NUM_CORES = 4
export LEC_CHECK = 1
export CORE_UTILIZATION = 30
```

## /design/flow/constraint.sdc

```tcl
current_design ld_st_buffer

set clk_period 5.9
set clk_io_pct 0.2

create_clock -name clk0 -period $clk_period [get_ports {clk}]

set non_clock_inputs [all_inputs -no_clocks]
set_input_delay [expr $clk_period * $clk_io_pct] -clock clk0 $non_clock_inputs
set_output_delay [expr $clk_period * $clk_io_pct] -clock clk0 [all_outputs]
```

## /design/flow/design.v

```verilog
typedef enum logic [6:0] {
LB,
LH,
LW,
LBU,
LHU,
FLW,
FLD,
FENCE,
FENCEI,
ADDI,
SLLI,
SLTI,
SLTIU,
XORI,
SRLI,
SRAI,
ORI,
ANDI,
AUIPC,
SB,
SH,
SW,
FSW,
FSD,
ADD,
SUB,
MUL,
SLL,
MULH,
SLT,
MULHSU,
SLTU,
MULHU,
XOR,
DIV,
SRL,
DIVU,
SRA,
OR,
REM,
REMU,
AND,
LUI,
FMADDS,
FMSUBS,
FNMSUBS,
FNMADDS,
FADDS,
FSUBS,
FMULS,
FDIVS,
FSQRTS,
FSGNJS,
FSGNJNS,
FSGNJXS,
FMINS,
FMAXS,
FCVTWS,
FCVTWUS,
FCLASS,
FMVXS,
FLES,
FLTS,
FEQS,
FCVTSW,
FCVTSWU,
FMVSX,
BEQ,
BNE,
BLT,
BGE,
BLTU,
BGEU,
JALR,
JAL,
ECALL,
EBREAK,
CSRRW,
CSRRS,
CSRRC,
CSRRWI,
CSRRSI,
CSRRCI,
IDLE
} detected_instr;
typedef enum logic [4:0] {
CADDI4SPN,
CLW,
CFLW,
CSW,
CFSW,
CADDI,
CJAL,
CLI,
CADDI16SP,
CLUI,
CSRLI,
CSRAI,
CANDI,
CSUB,
CXOR,
COR,
CAND,
CJ,
CBEQZ,
CBNEZ,
CSLLI,
CLWSP,
CFLWSP,
CJR,
CMV,
CEBREAK,
CJALR,
CADD,
CSWSP,
CFSWSP,
CIDLE
} detected_instr_c;
typedef enum logic [1:0] {FIXED, INCR, WRAP, NOOP} burst_type;
module and_or_mux
#(
    parameter int INPUTS    = 4,
    parameter int DW        = 16
)
(
    input  logic[INPUTS-1:0][DW-1:0]    data_in,
    input  logic[INPUTS-1:0]            sel,
    output logic[DW-1:0]                data_out
);
logic tmp;
always_comb begin: mux
    for(int w=0; w < DW; w=w+1) begin
        tmp = 0;
        for(int i=0; i < INPUTS; i=i+1) begin
            tmp = tmp | ( sel[i] & data_in[i][w] );
        end
        data_out[w] = tmp;
    end
end
endmodule
module ld_st_buffer #(
    parameter DATA_WIDTH     = 32,
    parameter ADDR_BITS      = 32,
    parameter BLOCK_ID_START = 5 ,
    parameter R_WIDTH        = 6 ,
    parameter MICROOP        = 5 ,
    parameter ROB_TICKET     = 3 ,
    parameter DEPTH          = 4
) (
    input  logic                  clk               ,
    input  logic                  rst_n             ,
    input  logic                  push              ,
    input  logic [ ADDR_BITS-1:0] write_address     ,
    input  logic [DATA_WIDTH-1:0] write_data        ,
    input  logic [   MICROOP-1:0] write_microop     ,
    input  logic [   R_WIDTH-1:0] write_dest        ,
    input  logic [ROB_TICKET-1:0] write_ticket      ,
    input  logic                  write_isfetched   ,
    input  logic [ ADDR_BITS-1:0] search_address    ,
    input  logic [   MICROOP-1:0] search_microop_in ,
    output logic [DATA_WIDTH-1:0] search_data       ,
    output logic [   MICROOP-1:0] search_microop    ,
    output logic [   R_WIDTH-1:0] search_dest       ,
    output logic [ROB_TICKET-1:0] search_ticket     ,
    output logic                  search_valid_hit  ,
    output logic                  search_partial_hit,
    input  logic                  valid_update      ,
    input  logic [ ADDR_BITS-1:0] update_address    ,
    input  logic                  pop               ,
    output logic                  head_isfetched    ,
    output logic [ ADDR_BITS-1:0] head_address      ,
    output logic [DATA_WIDTH-1:0] head_data         ,
    output logic [   MICROOP-1:0] head_microop      ,
    output logic [   R_WIDTH-1:0] head_dest         ,
    output logic [ROB_TICKET-1:0] head_ticket       ,
    output logic                  valid             ,
    output logic                  ready
);
    localparam INFO_WIDTH = R_WIDTH + MICROOP;
    logic [DEPTH-1:0][ADDR_BITS-1:0]  saved_address;
    logic [DEPTH-1:0][DATA_WIDTH-1:0] saved_data;
    logic [DEPTH-1:0][ROB_TICKET-1:0] saved_ticket;
    logic [DEPTH-1:0][INFO_WIDTH-1:0] saved_info;
    logic [INFO_WIDTH-1:0]            head_info, search_info;
    logic [DEPTH-1:0]                 saved_valid, saved_isfetched;
    logic [    DEPTH-1:0] head, tail, stat_counter ;
    logic [    DEPTH-1:0] matched_update, matched_search_main, matched_search_sec, matched_search;
    logic                 will_update, one_found, microop_ok;
    localparam int LD_BF_SIZE = $bits(saved_address) + $bits(saved_ticket) + $bits(saved_info);
    localparam int ST_BF_SIZE = $bits(saved_address) + $bits(saved_data) + $bits(saved_ticket) + $bits(saved_info);
    assign valid = ~stat_counter[0];
    assign ready = ~stat_counter[DEPTH-1];
    always_comb begin : MatchSearch
        for (int i = 0; i < DEPTH; i++) begin
            matched_search_main[i] = saved_valid[i] ? (search_address[ADDR_BITS-1:BLOCK_ID_START]==saved_address[i][ADDR_BITS-1:BLOCK_ID_START]) : 1'b0;
            matched_search_sec[i] = saved_valid[i] ? (search_address[BLOCK_ID_START-1:0]==saved_address[i][BLOCK_ID_START-1:0]) : 1'b0;
        end
        for (int i = 0; i < DEPTH; i++) begin
            matched_search[i] = matched_search_main[i] & matched_search_sec[i]; 
        end
    end
    always_comb begin : MicroopOk
        if(search_microop_in==5'b00001) begin
            microop_ok = (search_microop == 5'b00110);
        end else if(search_microop_in==5'b00010 | search_microop_in==5'b00011) begin
            microop_ok = (search_microop == 5'b00111 | search_microop == 5'b00110);
        end else if(search_microop_in==5'b00100 | search_microop_in==5'b00101) begin
            microop_ok = 1;
        end else begin
            microop_ok = 0;
        end
    end
    always_comb begin : ValidHit
        search_valid_hit = 0;
        for (int i = 0; i < DEPTH; i++) begin
            if(matched_search[i] && microop_ok) begin
                search_valid_hit = 1;
            end
        end
    end
    assign search_partial_hit = |matched_search_main;
    always_comb begin : matchUpdate
        for (int i = 0; i < DEPTH; i++) begin
            matched_update[i] = saved_valid[i] ? (update_address[ADDR_BITS-1:BLOCK_ID_START]==saved_address[i][ADDR_BITS-1:BLOCK_ID_START]) : 1'b0;
        end
    end
    assign will_update = |matched_update & valid_update;
    always_ff @(posedge clk or negedge rst_n) begin : TailManagement
        if(!rst_n) begin
            tail <= 1;
        end else begin
            if (push) tail <= {tail[DEPTH-2:0], tail[DEPTH-1]};
        end
    end
    always_ff @(posedge clk or negedge rst_n) begin : HeadManagement
        if(!rst_n) begin
            head <= 1;
        end else begin
            if (pop) begin
                head <= {head[DEPTH-2:0], head[DEPTH-1]};
            end
        end
    end
    always_ff @(posedge clk or negedge rst_n) begin : statCounter
        if(!rst_n) begin
            stat_counter <= 1;
        end else begin
            if (push & !pop) begin
                stat_counter <= stat_counter << 1;
            end else if (!push &  pop) begin
                stat_counter <= stat_counter >> 1;
            end
        end
    end
    always_ff @(posedge clk) begin : MemoryData
        for (int i = 0; i < DEPTH; i++) begin
            if(push && tail[i]) begin
                saved_address[i] <= write_address;
                saved_data[i]    <= write_data;
                saved_ticket[i]  <= write_ticket;
                saved_info[i]    <= {write_dest,write_microop};
            end
        end
    end
    always_ff @(posedge clk or negedge rst_n) begin : MemoryValidity
        if(!rst_n) begin
            saved_valid <= 'b0;
        end else begin
            for (int i = 0; i < DEPTH; i++) begin
                if(push && tail[i]) begin
                    saved_valid[i]   <= 1'b1;
                end else if(pop && head[i]) begin
                    saved_valid[i]   <= 1'b0;
                end
            end
        end
    end
    always_ff @(posedge clk or negedge rst_n) begin : MemoryFetched
        if(!rst_n) begin
            saved_isfetched <= 'b0;
        end else begin
            for (int i = 0; i < DEPTH; i++) begin
                if(push && tail[i]) begin
                    saved_isfetched[i] <= write_isfetched;
                end else if(will_update && matched_update[i]) begin
                    saved_isfetched[i] <= 1'b1;
                end
            end
        end
    end
    and_or_mux #(
        .INPUTS    (DEPTH     ),
        .DW        (ADDR_BITS)
    ) mux_addr (
        .data_in (saved_address ),
        .sel     (head       ),
        .data_out(head_address)
    );
    and_or_mux #(
        .INPUTS    (DEPTH     ),
        .DW        (DATA_WIDTH)
    ) mux_data (
        .data_in (saved_data ),
        .sel     (head       ),
        .data_out(head_data)
    );
    and_or_mux #(
        .INPUTS    (DEPTH  ),
        .DW        (INFO_WIDTH)
    ) mux_info (
        .data_in (saved_info ),
        .sel     (head       ),
        .data_out(head_info)
    );
    assign head_microop = head_info[0 +: MICROOP];
    assign head_dest    = head_info[MICROOP +: R_WIDTH];
    and_or_mux #(
        .INPUTS    (DEPTH     ),
        .DW        (ROB_TICKET)
    ) mux_ticket (
        .data_in (saved_ticket ),
        .sel     (head         ),
        .data_out(head_ticket)
    );
    and_or_mux #(
        .INPUTS    (DEPTH     ),
        .DW        (1)
    ) mux_is_fetched (
        .data_in (saved_isfetched ),
        .sel     (head         ),
        .data_out(head_isfetched)
    );
    and_or_mux #(
        .INPUTS    (DEPTH     ),
        .DW        (DATA_WIDTH)
    ) mux_data_s (
        .data_in (saved_data ),
        .sel     (matched_search),
        .data_out(search_data)
    );
    and_or_mux #(
        .INPUTS    (DEPTH  ),
        .DW        (INFO_WIDTH)
    ) mux_info_s (
        .data_in (saved_info ),
        .sel     (matched_search),
        .data_out(search_info)
    );
    assign search_microop = search_info[0 +: MICROOP];
    assign search_dest    = search_info[MICROOP +: R_WIDTH];
    and_or_mux #(
        .INPUTS    (DEPTH     ),
        .DW        (ROB_TICKET)
    ) mux_ticket_s (
        .data_in (saved_ticket ),
        .sel     (matched_search),
        .data_out(search_ticket)
    );
endmodule
```

==> run notes <==
Results of an implementation run.

The I/O pin total is 282. Per the synthesis report, the number of distinct cell types is 38. In the synthesized netlist, mux cells make up 0.127% of the area. The tool warning count for the run is 30. The finished layout cell area is 20400 um^2.

Looking at the max-slew report, the worst-margin pin has a slew of 0.728 ns. The number of standard cells reported by yosys is 1196. The main kind of combinational logic by area is XOR/XNOR gates. Summing over every cut layer, the via total after detailed routing is 11213.

For reference, the post-synthesis area per instance comes to 13.2 um^2. Per the timing report, the biggest fanout along the worst path comes to 5. The timing report shows that the slowest cell on the worst path is sky130_fd_sc_hd__nor4_1. The library cell with the highest instance count after synthesis is sky130_fd_sc_hd__edfxtp_1. The last timing report of the flow puts the setup violation total at 0.

The number of global-route vias before repair came to 11869. TritonCTS built the clock tree. The remaining global-route overflow is 0.

Summing all placed instances gives a cell area of 19200 um^2. Synthesis produced a netlist whose cell count is 1196. The die area is 53400 um^2. The remaining max-slew budget at the tightest pin is 51.5%. The routed wire length is 51600 um. Global routing used 20.4% of the available tracks. The cell area that synthesis handed to floorplanning was 15700 um^2.

The launch point of the critical path was reported as search_address[28]. Measured along the y axis, the die boundary spans 231 um. The flow ran to the end, and the final reports show no timing, DRC or antenna violations.

The root buffer cell chosen for the clock tree is sky130_fd_sc_hd__clkbuf_16. Per the OpenROAD floorplan log, the width of the die is 231 um. The report lists the cells along the critical path as clkdlybuf4s50_1 -> xor2_1 -> nor4_1 -> nand3_1 -> and2b_2 -> a32oi_1 -> a22oi_1 -> nor4b_2 -> buf_4 -> o31a_1 -> clkdlybuf4s50_1.

By area the synthesized netlist is led by sky130_fd_sc_hd__edfxtp_1 60%, sky130_fd_sc_hd__a22oi_1 12%, sky130_fd_sc_hd__xnor2_1 7.8%. The TritonCTS buffer count is 38. In this run, synthesis inferred 312 flip-flops with an integrated enable. The number of cell rows is 83.

The total count of hold-check failures in the final report is 0. The startpoint of the worst register-to-register path is saved_address[9]$_DFFE_PP_. The leakage power in the latest report is 6.86 nW.

The most frequent cell on the critical path is sky130_fd_sc_hd__clkdlybuf4s50_1. The initial antenna violation count came to 4. The share of the synthesized area in the top cell type is 59.6%. The summed standard-cell area reported by yosys is 15700 um^2. The clock transition at the registers of the reported paths is 0.06 ns. The routed design shows a wire length per standard cell of 23.9 um. The worst setup path is captured at a primary output. In this run the maximum-capacitance check reported violations numbering 0. For reference, the top cells by count after synthesis are 312 x sky130_fd_sc_hd__edfxtp_1, 242 x sky130_fd_sc_hd__a22oi_1, 143 x sky130_fd_sc_hd__nand2_1. The number of buffers on the longest clock path is 3.

The largest net degree at the start of global routing is 65. The quantity of I/O buffers inserted on ports is 276. The internal reg-to-reg setup slack is 3.97 ns.

The count of nets left with antenna violations once routing finished came out at 0. Post-route period utilization is reported as 96.9%. After routing, the total negative slack on setup checks comes to 0 ns. Per the detail_route report, vias per standard cell equal 5.19. After the first detailed-routing iteration, the DRC count stood at 615. For this run, the leading register cell type out of synthesis is sky130_fd_sc_hd__edfxtp_1. Sorting the Yosys area breakdown by cell type puts at the top sky130_fd_sc_hd__edfxtp_1. Setup repair after global routing left no endpoint under its margin. The synthesis-to-layout area growth is 29.6%. The Yosys warning count is 5. The launch instance of the worst min-delay path is tail[0]$_DFFE_PN1P_. The layout cell share with drive strength beyond 1 is 7.58%. The last weighted congestion value of the routability-driven placer is 1.01. For the finished layout, the period the worst path requires is 5.72 ns. The flop and latch count out of synthesis is 332. The startpoint type of the worst setup path is an input pin.

The wire length of the first global-routing pass is 75500 um. Per the skew report, the later register of the worst-skew pair sees a clock latency of 0.54 ns. The critical path endpoint has a required time of 4.72 ns. The category of the critical setup timing path is input pin to primary output. The share of flip-flops with an asynchronous set or reset is 6.02%. Summing the areas of all compound-gate instances in the mapped netlist gives 12.8% of the synthesized area. The count of final max-slew check failures is 0. The basic-gate share of the synthesized area counting and, or, nand and nor cells is 8.16%.

Per the summary, power density relative to cell area is 309 nW/um^2. Among all stages on the critical path, the maximum delay recorded is 0.61 ns. The type of the worst min-delay path is register to register.

Detailed placement finished with a half-perimeter wire length of 35300 um. The share of the core filled by cells before placement is 30.5%. The floorplan core area is 51500 um^2. Sequential elements use 62.8% of the synthesized area. The number of H-tree branching levels is 2. For reference, full adder, half adder and majority cells occupy 0.0795% of the area reported after synthesis. The final setup skew is 0.0237 ns. The pre-antenna-repair detailed-routing pass consisted of 5 iterations.

The arrival time of data at the critical path endpoint is 4.54 ns. The total clock sinks is 332. Derived from the worst setup path, the maximum achievable clock frequency is 0.175 GHz. For this run, design rule violations remaining after detail routing come to 0.

The worst ir drop on vdd is 0.176 mV. Summing the areas of all xor and xnor instances in the mapped netlist gives 13.1% of the synthesized area. The number of hold buffers added after CTS was 0.
==> kinds of logic (layout without fill, tap and decap cells) <==
logic type	after synthesis	in the layout
buffers and inverters	100	382
adders and majority gates	1	1
and+or+nand+nor	254	254
xor gates and xnor gates	236	236
muxes	2	2
AOI/OAI and AO/OA	271	271
other	0	2
DFF	332	332
==> final cells by class <==
cell class                 instances  area, um^2
timing repair buffer             299        3000
clock buffer                      49        1040
antenna                            2        5.00
inverter                          15        61.3
multi-input combinational        764        5420
clock inverter                    19         130
fill                            4800       31100
tap                              680         851
sequential                       332        9880
==> worst max-delay path: cells and delay by family <==
family          cells  cell delay, ns
compound gates      3            0.42
simple gates        4            1.52
buf+inv             3            1.15
xor+xnor            1            0.25
==> layer usage <==
layer / part of all wire [%] / up-vias / track usage [%]
li1: - / 5075 / -
met1: 38 / 5498 / 26.3
met2: 47 / 551 / 31.3
met3: 12 / 79 / 10.6
met4: 2.6 / 10 / 4.41
met5: 0.28 / - / 1.56
==> sequential cells by signal, summed over array words and instances, names as in the netlist <==
signal,count
saved_ticket,12
saved_valid,4
head,4
saved_data,128
tail,4
saved_info,44
stat_counter,4
saved_address,128
saved_isfetched,4
==> through the flow <==
step           power, W  setup WS, ns  utilization [%]  cells  hold WS [ns]
2_1_floorplan   0.00339          2.12                -   1196         0.459
4_1_cts         0.00637         0.157             39.6   2158         0.489
3_3_place_gp    0.00412         0.146             37.3   2090         0.482
3_5_place_dp    0.00412         0.195             37.3   2090         0.479
6_report        0.00629         0.181             39.6   2160         0.487
5_1_grt         0.00655        0.0707             39.6   2159         0.555
==> cell usage in the layout (no fill, tap or decap), types with 11 or more instances in the layout <==
master                            instances
sky130_fd_sc_hd__inv_1                   11
sky130_fd_sc_hd__clkbuf_16               39
sky130_fd_sc_hd__edfxtp_1               312
sky130_fd_sc_hd__nand3_1                 20
sky130_fd_sc_hd__xor2_1                  96
sky130_fd_sc_hd__clkdlybuf4s50_1        276
sky130_fd_sc_hd__dfrtp_1                 14
sky130_fd_sc_hd__nand2_1                143
sky130_fd_sc_hd__a22oi_1                242
sky130_fd_sc_hd__nor4_1                  24
sky130_fd_sc_hd__xnor2_1                140
sky130_fd_sc_hd__o21ai_0                 11
sky130_fd_sc_hd__buf_4                   18
sky130_fd_sc_hd__nand4_1                 32
==> worst paths after layout <==
path | endpoint | cells after the start
max | search_valid_hit | 11
min | tail[0]$_DFFE_PN1P_ | 2
max reg2reg | saved_isfetched[0]$_DFFE_PN0P_ | 5
min reg2reg | tail[0]$_DFFE_PN1P_ | 2
max in group asynchronous | head[0]$_DFFE_PN1P_ | 2
min in group asynchronous | stat_counter[1]$_DFFE_PN0P_ | 2
==> power by group <==
group | internal [W] | switching, W | total (W)
Sequential | 0.00278 | 0.000148 | 0.00293
Clock | 0.00129 | 0.000925 | 0.00222
Combinational | 0.000559 | 0.000587 | 0.00115
Total | 0.00463 | 0.00166 | 0.00629
==> repair_timing <==
action,in CTS,in global routing
endpoints found under the setup margin,0,1
gates resized,0,1
buffers inserted,0,0
No activity file was given, so power comes from the tool's default toggle rates.
