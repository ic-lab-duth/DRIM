[flow/constraint.sdc]
current_design rat

set clk_period 37.9
set clk_io_pct 0.2

create_clock -name clk0 -period $clk_period [get_ports {clk}]

set non_clock_inputs [all_inputs -no_clocks]
set_input_delay [expr $clk_period * $clk_io_pct] -clock clk0 $non_clock_inputs
set_output_delay [expr $clk_period * $clk_io_pct] -clock clk0 [all_outputs]
[flow/config.mk]
export PLATFORM = sky130hd
export DESIGN_NAME = rat
export DESIGN_NICKNAME = rat
export VERILOG_FILES = /design/flow/design.v
export SDC_FILE = /design/flow/constraint.sdc
export NUM_CORES = 4
export LEC_CHECK = 1
export CORE_UTILIZATION = 40
[flow/run.sh]
#!/bin/bash
# OpenROAD 26Q1-2900-gdf79404cd8, Yosys 0.63+post, stock flow scripts
make -C /OpenROAD-flow-scripts/flow DESIGN_CONFIG=/design/flow/config.mk WORK_HOME=/design/flow/orfs finish
[flow/design.v]
typedef enum logic [6:0] {
LB,
LH,
LW,
LBU,
LHU,
FLW,
FLD,
FENCE,
FENCEI,
ADDI,
SLLI,
SLTI,
SLTIU,
XORI,
SRLI,
SRAI,
ORI,
ANDI,
AUIPC,
SB,
SH,
SW,
FSW,
FSD,
ADD,
SUB,
MUL,
SLL,
MULH,
SLT,
MULHSU,
SLTU,
MULHU,
XOR,
DIV,
SRL,
DIVU,
SRA,
OR,
REM,
REMU,
AND,
LUI,
FMADDS,
FMSUBS,
FNMSUBS,
FNMADDS,
FADDS,
FSUBS,
FMULS,
FDIVS,
FSQRTS,
FSGNJS,
FSGNJNS,
FSGNJXS,
FMINS,
FMAXS,
FCVTWS,
FCVTWUS,
FCLASS,
FMVXS,
FLES,
FLTS,
FEQS,
FCVTSW,
FCVTSWU,
FMVSX,
BEQ,
BNE,
BLT,
BGE,
BLTU,
BGEU,
JALR,
JAL,
ECALL,
EBREAK,
CSRRW,
CSRRS,
CSRRC,
CSRRWI,
CSRRSI,
CSRRCI,
IDLE
} detected_instr;
typedef enum logic [4:0] {
CADDI4SPN,
CLW,
CFLW,
CSW,
CFSW,
CADDI,
CJAL,
CLI,
CADDI16SP,
CLUI,
CSRLI,
CSRAI,
CANDI,
CSUB,
CXOR,
COR,
CAND,
CJ,
CBEQZ,
CBNEZ,
CSLLI,
CLWSP,
CFLWSP,
CJR,
CMV,
CEBREAK,
CJALR,
CADD,
CSWSP,
CFSWSP,
CIDLE
} detected_instr_c;
typedef enum logic [1:0] {FIXED, INCR, WRAP, NOOP} burst_type;
module rat #(
    P_ADDR_WIDTH = 7,
    L_ADDR_WIDTH = 5,
    C_NUM        = 2
) (
    input  logic                     clk            ,
    input  logic                     rst_n          ,
    input  logic [ L_ADDR_WIDTH-1:0] write_addr_1   ,
    input  logic [ P_ADDR_WIDTH-1:0] write_data_1   ,
    input  logic                     write_en_1     ,
    input  logic                     instr_1_rn     ,
    input  logic [ L_ADDR_WIDTH-1:0] write_addr_2   ,
    input  logic [ P_ADDR_WIDTH-1:0] write_data_2   ,
    input  logic                     write_en_2     ,
    input  logic [ L_ADDR_WIDTH-1:0] read_addr_1    ,
    output logic [ P_ADDR_WIDTH-1:0] read_data_1    ,
    input  logic [ L_ADDR_WIDTH-1:0] read_addr_2    ,
    output logic [ P_ADDR_WIDTH-1:0] read_data_2    ,
    input  logic [ L_ADDR_WIDTH-1:0] read_addr_3    ,
    output logic [ P_ADDR_WIDTH-1:0] read_data_3    ,
    input  logic [ L_ADDR_WIDTH-1:0] read_addr_4    ,
    output logic [ P_ADDR_WIDTH-1:0] read_data_4    ,
    input  logic [ L_ADDR_WIDTH-1:0] read_addr_5    ,
    output logic [ P_ADDR_WIDTH-1:0] read_data_5    ,
    input  logic [ L_ADDR_WIDTH-1:0] read_addr_6    ,
    output logic [ P_ADDR_WIDTH-1:0] read_data_6    ,
    input  logic [ L_ADDR_WIDTH-1:0] read_addr_7    ,
    output logic [ P_ADDR_WIDTH-1:0] read_data_7    ,
    input  logic [ L_ADDR_WIDTH-1:0] read_addr_8    ,
    output logic [ P_ADDR_WIDTH-1:0] read_data_8    ,
    input  logic                     take_checkpoint,
    input  logic                     instr_num      ,
    input  logic                     dual_branch    ,
    output logic [$clog2(C_NUM)-1:0] current_id     ,
    input  logic                     restore_rat    ,
    input  logic [$clog2(C_NUM)-1:0] restore_id
);
    localparam L_REGS = 2 ** L_ADDR_WIDTH;
    logic [C_NUM-1 : 0][L_REGS-1:0][P_ADDR_WIDTH-1 : 0] CheckpointedRAT;
    logic [L_REGS-1:0][P_ADDR_WIDTH-1 : 0] CurrentRAT;
    logic [$clog2(C_NUM)-1:0] next_ckp, next_ckp_plus;
    assign current_id = next_ckp;
    always_ff @(posedge clk or negedge rst_n) begin : DRAT
        if(!rst_n) begin
            for (int i = 0; i < L_REGS; i++) begin
                CurrentRAT[i] <= 8+i;
            end
        end else begin
            if(restore_rat) begin
                CurrentRAT <= CheckpointedRAT[restore_id];
            end else begin
                if (write_en_1) CurrentRAT[write_addr_1] <= write_data_1;
                if (write_en_2) CurrentRAT[write_addr_2] <= write_data_2;
            end
        end
    end
    assign next_ckp_plus = next_ckp +1;
    always_ff @(posedge clk) begin : CkpRAT
        if(take_checkpoint) begin
            if(dual_branch) begin
                CheckpointedRAT[next_ckp]      <= CurrentRAT;
                CheckpointedRAT[next_ckp_plus] <= CurrentRAT;
                if (write_en_1) begin
                    CheckpointedRAT[next_ckp][write_addr_1] <= write_data_1;
                    CheckpointedRAT[next_ckp_plus][write_addr_1] <= write_data_1;
                end
                if (write_en_2) CheckpointedRAT[next_ckp_plus][write_addr_2] <= write_data_2;
            end else begin
                CheckpointedRAT[next_ckp] <= CurrentRAT;
                if(!instr_num) begin
                    if (write_en_1 && instr_1_rn) CheckpointedRAT[next_ckp][write_addr_1] <= write_data_1;
                end else begin
                    if (write_en_1) CheckpointedRAT[next_ckp][write_addr_1] <= write_data_1;
                    if (write_en_2) CheckpointedRAT[next_ckp][write_addr_2] <= write_data_2;
                end
            end
        end
    end
    always_ff @(posedge clk or negedge rst_n) begin : NextCkp
        if(!rst_n) begin
            next_ckp <= 0;
        end else begin
            if(take_checkpoint) begin
                if(dual_branch) begin
                    next_ckp <= next_ckp +2;
                end else begin
                    next_ckp <= next_ckp +1;
                end
            end
        end
    end
    assign read_data_1 = CurrentRAT[read_addr_1];
    assign read_data_2 = CurrentRAT[read_addr_2];
    assign read_data_3 = CurrentRAT[read_addr_3];
    assign read_data_4 = CurrentRAT[read_addr_4];
    assign read_data_5 = CurrentRAT[read_addr_5];
    assign read_data_6 = CurrentRAT[read_addr_6];
    assign read_data_7 = CurrentRAT[read_addr_7];
    assign read_data_8 = CurrentRAT[read_addr_8];
endmodule
==> impl_metrics.xml <==
<?xml version="1.0" encoding="UTF-8"?>
<metrics>
  <group name="global_routing">
    <metric name="wire_length_of_the_first_global_routing_pass" unit="mm">1610</metric>
    <metric name="grt_overflow_total" unit="">1832</metric>
    <metric name="grt_max_degree" unit="">127</metric>
    <metric name="track_usage" unit="">0.919</metric>
    <metric name="grt_pass1_vias" unit="">164000</metric>
  </group>
  <group name="floorplan">
    <metric name="placement_rows" unit="">186</metric>
    <metric name="io_pins" unit="">131</metric>
    <metric name="floorplan.die.height" unit="µm">511</metric>
    <metric name="die_w" unit="µm">511</metric>
    <metric name="pre_placement_core_utilization" unit="">0.403</metric>
  </group>
  <group name="yosys">
    <metric name="synth_top_area_share" unit="">0.130</metric>
    <metric name="post_synth_most_frequent_cells" unit="">a21oi_1 (1881), nor2_1 (1485), clkbuf_1 (1417)</metric>
    <metric name="synth_async_reset_ratio" unit="">0.334</metric>
    <metric name="synthesis.instances" unit="">13800</metric>
    <metric name="seq_area_frac_synth" unit="">0.186</metric>
    <metric name="edf_count" unit="">448</metric>
    <metric name="syn_area_per_cell" unit="µm²">7.52</metric>
    <metric name="yosys_warnings" unit="">1</metric>
    <metric name="yosys_area" unit="mm²">0.103</metric>
    <metric name="synth.distinct_cells" unit="">104</metric>
    <metric name="top_cell" unit="">a21oi_1</metric>
    <metric name="yosys.area.top_type" unit="">edfxtp_1</metric>
    <metric name="synth_stat.cells" unit="">13800</metric>
    <metric name="ys_top_cells_by_area" unit="">edfxtp_1 (13%), mux4_2 (12%), a21oi_1 (9.1%)</metric>
    <metric name="ys.flop_type" unit="">edfxtp_1</metric>
    <metric name="synth_area" unit="mm²">0.103</metric>
    <metric name="yosys_register_bits" unit="">673</metric>
  </group>
  <group name="clock_tree">
    <metric name="post_cts_resized" unit="">0</metric>
    <metric name="post-cts-setup-buffers" unit="">0</metric>
    <metric name="clock_path_buffers" unit="">3</metric>
    <metric name="cts.sinks" unit="">673</metric>
    <metric name="cts_buffer_count" unit="">99</metric>
    <metric name="ctsHtreeMaxLevel" unit="">3</metric>
    <metric name="clk_root_buffer_cell" unit="">clkbuf_16</metric>
    <metric name="cts-hold-fix-buffers" unit="">0</metric>
  </group>
  <group name="status">
    <metric name="error_line" unit="">[ERROR GRT-0116] Global routing finished with congestion. Check the congestion regions in the DRC Viewer.</metric>
    <metric name="outcome" unit="">did not finish</metric>
    <metric name="failing_step" unit="">global routing (5_1_grt)</metric>
  </group>
  <group name="placement">
    <metric name="place.detailed.hpwl" unit="mm">805</metric>
    <metric name="placedInstanceArea" unit="mm²">0.114</metric>
    <metric name="port_buffer_cells" unit="">130</metric>
    <metric name="placedCellCount" unit="">16900</metric>
    <metric name="routabilityCongestion" unit="">1.36</metric>
  </group>
</metrics>
## through the flow
stage	worst slack (ns)	hold WS [ns]	power, mW
after floorplan	20.51	0.537	4.75
after global placement	19.84	0.554	9.71
after detailed placement	19.81	0.567	9.69
after CTS	19.81	0.563	10.7
## per-layer routing
metal	overflow	global-route usage
met1	269	0.939
met2	615	0.958
met3	388	0.891
met4	493	0.857
met5	67	0.799
## logic make-up after synthesis
group                      synth area share
muxes                                 0.208
xor gates and xnor gates            0.00479
DFF                                   0.186
buffers and inverters                0.0671
and+or+nand+nor                       0.152
AOI/OAI and AO/OA                     0.373
adders and majority gates           0.00893
Power is estimated from default activity; no workload was simulated.
