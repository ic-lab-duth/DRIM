`./config.mk`:
```
export PLATFORM = sky130hd
export DESIGN_NAME = status_counters
export DESIGN_NICKNAME = status_counters
export VERILOG_FILES = /design/flow/design.v
export SDC_FILE = /design/flow/constraint.sdc
export NUM_CORES = 4
export LEC_CHECK = 1
export CORE_UTILIZATION = 30
```
`./constraint.sdc`:
```
current_design status_counters

set clk_period 8.3
set clk_io_pct 0.2

create_clock -name clk0 -period $clk_period [get_ports {clk}]

set non_clock_inputs [all_inputs -no_clocks]
set_input_delay [expr $clk_period * $clk_io_pct] -clock clk0 $non_clock_inputs
set_output_delay [expr $clk_period * $clk_io_pct] -clock clk0 [all_outputs]
```
`./design.v`:
```
typedef enum logic [6:0] {
LB,
LH,
LW,
LBU,
LHU,
FLW,
FLD,
FENCE,
FENCEI,
ADDI,
SLLI,
SLTI,
SLTIU,
XORI,
SRLI,
SRAI,
ORI,
ANDI,
AUIPC,
SB,
SH,
SW,
FSW,
FSD,
ADD,
SUB,
MUL,
SLL,
MULH,
SLT,
MULHSU,
SLTU,
MULHU,
XOR,
DIV,
SRL,
DIVU,
SRA,
OR,
REM,
REMU,
AND,
LUI,
FMADDS,
FMSUBS,
FNMSUBS,
FNMADDS,
FADDS,
FSUBS,
FMULS,
FDIVS,
FSQRTS,
FSGNJS,
FSGNJNS,
FSGNJXS,
FMINS,
FMAXS,
FCVTWS,
FCVTWUS,
FCLASS,
FMVXS,
FLES,
FLTS,
FEQS,
FCVTSW,
FCVTSWU,
FMVSX,
BEQ,
BNE,
BLT,
BGE,
BLTU,
BGEU,
JALR,
JAL,
ECALL,
EBREAK,
CSRRW,
CSRRS,
CSRRC,
CSRRWI,
CSRRSI,
CSRRCI,
IDLE
} detected_instr;
typedef enum logic [4:0] {
CADDI4SPN,
CLW,
CFLW,
CSW,
CFSW,
CADDI,
CJAL,
CLI,
CADDI16SP,
CLUI,
CSRLI,
CSRAI,
CANDI,
CSUB,
CXOR,
COR,
CAND,
CJ,
CBEQZ,
CBNEZ,
CSLLI,
CLWSP,
CFLWSP,
CJR,
CMV,
CEBREAK,
CJALR,
CADD,
CSWSP,
CFSWSP,
CIDLE
} detected_instr_c;
typedef enum logic [1:0] {FIXED, INCR, WRAP, NOOP} burst_type;
module and_or_mux
#(
    parameter int INPUTS    = 4,
    parameter int DW        = 16
)
(
    input  logic[INPUTS-1:0][DW-1:0]    data_in,
    input  logic[INPUTS-1:0]            sel,
    output logic[DW-1:0]                data_out
);
logic tmp;
always_comb begin: mux
    for(int w=0; w < DW; w=w+1) begin
        tmp = 0;
        for(int i=0; i < INPUTS; i=i+1) begin
            tmp = tmp | ( sel[i] & data_in[i][w] );
        end
        data_out[w] = tmp;
    end
end
endmodule
module status_counters #(
    parameter DATA_WIDTH   = 32,
    parameter ADDR_WIDTH   = 6 ,
    parameter CYCLE_PERIOD = 1
) (
    input  logic                  clk        ,
    input  logic                  rst_n      ,
    input  logic [ADDR_WIDTH-1:0] read_addr_a,
    input  logic [ADDR_WIDTH-1:0] read_addr_b,
    input  logic                  valid_ret  ,
    output logic [DATA_WIDTH-1:0] timer_out_a,
    output logic [DATA_WIDTH-1:0] timer_out_b
);
    logic [ADDR_WIDTH-1:0][DATA_WIDTH-1:0] data_vector;
    logic [2*DATA_WIDTH-1:0] time_counter, cycle_counter, instr_counter;
    always_ff @(posedge clk or negedge rst_n) begin : TimeCounter
        if(!rst_n) begin
            time_counter <= 0;
        end else begin
            time_counter <= (cycle_counter+1)*CYCLE_PERIOD;
        end
    end
    always_ff @(posedge clk or negedge rst_n) begin : CycleCounter
        if(!rst_n) begin
            cycle_counter <= 0;
        end else begin
            cycle_counter <= cycle_counter +1;
        end
    end
    always_ff @(posedge clk or negedge rst_n) begin : InstrCounter
        if(!rst_n) begin
            instr_counter <= 0;
        end else begin
            if (valid_ret) instr_counter <= instr_counter +1;
        end
    end
    assign data_vector[0] = cycle_counter[DATA_WIDTH-1:0];
    assign data_vector[1] = cycle_counter[2*DATA_WIDTH-1:DATA_WIDTH];
    assign data_vector[2] = time_counter[DATA_WIDTH-1:0];
    assign data_vector[3] = time_counter[2*DATA_WIDTH-1:DATA_WIDTH];
    assign data_vector[4] = instr_counter[DATA_WIDTH-1:0];
    assign data_vector[5] = instr_counter[2*DATA_WIDTH-1:DATA_WIDTH];
    and_or_mux #(
        .INPUTS(ADDR_WIDTH),
        .DW    (DATA_WIDTH)
    ) mux_out_a (
        .data_in (data_vector),
        .sel     (read_addr_a),
        .data_out(timer_out_a)
    );
    and_or_mux #(
        .INPUTS(ADDR_WIDTH),
        .DW    (DATA_WIDTH)
    ) mux_out_b (
        .data_in (data_vector),
        .sel     (read_addr_b),
        .data_out(timer_out_b)
    );
endmodule
```
`./run.sh`:
```
#!/bin/bash
# OpenROAD 26Q1-2900-gdf79404cd8, Yosys 0.63+post, stock flow scripts
make -C /OpenROAD-flow-scripts/flow DESIGN_CONFIG=/design/flow/config.mk WORK_HOME=/design/flow/orfs finish
```
==> reports/results.tsv <==
metric	value	unit
post-route-drc-count	0	
yosys_register_bits	128	
cp-start-kind	input pin	
finalSetupViolCount	0	
crit_slowest_cell	or2_2	
n_fill_cell	2337	
final-hold-violation-count	0	
clk_latency	420	ps
cts_tree	yes	
rsz0062_at_grt	no	
cts_buffers	17	
cp.arrival	3650	ps
path_cells	clkdlybuf4s50_1 > or2_2 > a222oi_1 > nand2_1 > clkdlybuf4s50_1	
path_buffers	2	
die_w	157	µm
drt-pass1-iter-count	10	
synthFlopType	dfrtp_1	
hold_buffers	0	
slew_violations	0	
wl_per_cell	19.6	µm
post_cts_buffers	0	
ant_nets	0	
ys_area	7240	µm²
max-slew-margin-rel	0.480	
reg2reg_to	cycle_counter[63]	
hpwl	16.3	mm
fp_util	0.307	
r2r_setup_slack	5740	ps
worst_slew_pin_slew	780	ps
reg2regPathDepth	5	
grt-ovfl-total	0	
min_period	5310	ps
ys_async_sr_fraction	1.00	
grt_max_degree	75	
grt_pass1_vias	6065	
die-height	157	µm
path_common_cell	clkdlybuf4s50_1	
hp-class	reg2reg	
min_delay_path_depth	1	
placementRows	56	
drt_wl_total	22.6	mm
powerDensity	179	nW/µm²
cts-resized-gates	0	
min_to	cycle_counter[63]	
fin_skew	9.77	ps
num_vias	6310	
critPathRequiredTime	6640	ps
p_leak	3.95	nW
clockBufferDepth	2	
crit_family	buffers and inverters	
critical_path.max_fanout	32	
cts_max_level	4	
cts_root_buf	clkbuf_16	
end_kind	output pin	
port_buffers	78	
whs	509	ps
ioPinCount	79	
drt_iter0_drc	730	
finalCoreUtilization	0.376	
ir_worst_vdd	0.132	mV
core	23500	µm²
fmax	188	MHz
fin_ws	2990	ps
dpl_worst_slack	3020	ps
grt_usage	0.196	
syn_area_per_cell	9.40	µm²
status	complete, no violations	
synth_cell_types	34	
drv_cap	0	
synth-edff-count	0	
synthCells	770	
synth_area	7240	µm²
synth_seq_share	0.443	
antenna_found_initial	0	
syn_to_final_growth	22.5	%
diodes	0	
vias_per_cell	5.47	
yosysWarnings	2	
die_area	24700	µm²
crit_type	in2out	
warnings	25	
critPathMaxStageDelay	580	ps
path_clk_slew	60	ps
cts.sinks	128	
fin_tns_setup	0	ps
p_total	0.00159	W
hold_path_startpoint	cycle_counter[63]	
rr_startpoint	cycle_counter[11]	
gp_congestion	0.878	
grt_pass1_wl	35.8	mm
drive_gt1_frac	0.0683	
finalCritPeriodShare	0.639	
yosys_cells	770	
## stage by stage
stage / instance area [µm²] / std cells
after CTS: 8860 / 1153
after floorplan: 7240 / 770
after detailed placement: 8230 / 1123
final: 8860 / 1153
after global routing: 8860 / 1153
after global placement: 8230 / 1123
## routing by layer
metal | share of wire | track usage
met5 | 0 | 0
met4 | 0.031 | 0.0555
met3 | 0.086 | 0.0507
met2 | 0.48 | 0.309
met1 | 0.41 | 0.272
## logic make-up after synthesis
family | synth area share
buf+inv | 0.0368
compound gates | 0.0885
simple gates | 0.276
mux | 0.00156
xor+xnor | 0.151
flops | 0.443
fa+ha+maj | 0.00346
## layout make-up
type / instances / area, µm² / area share
Clock inverter: 5 / 125 / 0.0141
Clock buffer: 25 / 505 / 0.0570
Timing Repair Buffer: 84 / 827 / 0.0933
Multi-Input combinational cell: 582 / 3770 / 0.425
Tap cell: 319 / 399 / 0.0450
Inverter: 10 / 37.5 / 0.00423
Sequential cell: 128 / 3200 / 0.361
## worst max-delay path by stage
| stage | from | to | slack [ps] | cells after the start |
|---|---|---|---|---|
| CTS | read_addr_a[0] | timer_out_a[13] | 3020 | 5 |
| global route | read_addr_a[0] | timer_out_a[14] | 2910 | 5 |
| finish | read_addr_a[0] | timer_out_a[13] | 2990 | 5 |
## layout by cell type, fill, tap and decap left out, drive strengths merged
master and count:
mux2 1, nor4 17, dfrtp 128, xor2 51
or3 2, nand4 47, xnor2 74, inv 10
or2 6, nand2b 1, nand3 43, clkbuf 25
nand2 179, nor3 28, and4 12, nor4b 1
and3 17, bufinv 4, and2 2, buf 7
clkinv 1, clkdlybuf4s50 77, ha 2, a222oi 64
nor2 33, nor3b 2
## power breakdown
| group | switching (W) | internal, W |
|---|---|---|
| clock | 0.000259 | 0.000539 |
| sequential | 0.0000266 | 0.000641 |
| combinational | 0.0000614 | 0.0000627 |
## sequential cells by signal, summed over array words and instances (netlist names)
register / flops
cycle_counter: 64
instr_counter: 64
## cells in the mapped netlist (2+ instances only)
library cell	count	area, µm²
clkbuf_1	38	143
nand4_2	2	25.0
ha_1	2	25.0
nor2_1	33	124
buf_4	2	15.0
nand2_1	179	672
or2_2	6	37.5
buf_2	5	25.0
and3_1	17	106
xor2_1	51	447
nor4_1	8	50.1
nor4_4	3	63.8
nand3_1	41	205
clkbuf_2	3	15.0
nor3b_1	2	15.0
nand4_1	44	275
nor4_2	6	75.1
dfrtp_1	128	3200
inv_1	10	37.5
nor3_1	27	135
and2_1	2	12.5
or3_1	2	12.5
and4_1	12	105
a222oi_1	64	641
xnor2_1	74	648
No activity file was given, so power comes from the tool's default toggle rates.
